==> flow/design.v <==
module async_fifo1
#(
  parameter DSIZE = 8,
  parameter ASIZE = 4
 )
(
  input   winc, wclk, wrst_n, 
  input   rinc, rclk, rrst_n, 
  input   [DSIZE-1:0] wdata,
  output  [DSIZE-1:0] rdata,
  output  wfull,
  output  rempty
);
  wire [ASIZE-1:0] waddr, raddr;
  wire [ASIZE:0] wptr, rptr, wq2_rptr, rq2_wptr;
  sync_r2w sync_r2w (.*);
  sync_w2r sync_w2r (.*);
  fifomem #(DSIZE, ASIZE) fifomem (.*);
  rptr_empty #(ASIZE) rptr_empty (.*);
  wptr_full #(ASIZE) wptr_full (.*);
endmodule
module fifomem
#(
  parameter DATASIZE = 8,  
  parameter ADDRSIZE = 4   
)
(
  input   winc, wfull, wclk,
  input   [ADDRSIZE-1:0] waddr, raddr,
  input   [DATASIZE-1:0] wdata,
  output  [DATASIZE-1:0] rdata
);
  localparam DEPTH = 1<<ADDRSIZE; 
  logic [DATASIZE-1:0] mem [0:DEPTH-1];
  assign rdata = mem[raddr];
  always_ff @(posedge wclk)
    if (winc && !wfull)
      mem[waddr] <= wdata;
endmodule
module rptr_empty
#(
  parameter ADDRSIZE = 4
)
(
  input   rinc, rclk, rrst_n,
  input   [ADDRSIZE :0] rq2_wptr,
  output reg  rempty,
  output  [ADDRSIZE-1:0] raddr,
  output reg [ADDRSIZE :0] rptr
);
  reg [ADDRSIZE:0] rbin;
  wire [ADDRSIZE:0] rgraynext, rbinnext;
  always_ff @(posedge rclk or negedge rrst_n)
    if (!rrst_n)
      {rbin, rptr} <= '0;
    else
      {rbin, rptr} <= {rbinnext, rgraynext};
  assign raddr = rbin[ADDRSIZE-1:0];
  assign rbinnext = rbin + (rinc & ~rempty);
  assign rgraynext = (rbinnext>>1) ^ rbinnext;
  assign rempty_val = (rgraynext == rq2_wptr);
  always_ff @(posedge rclk or negedge rrst_n)
    if (!rrst_n)
      rempty <= 1'b1;
    else
      rempty <= rempty_val;
endmodule
module sync_r2w
#(
  parameter ADDRSIZE = 4
)
(
  input   wclk, wrst_n,
  input   [ADDRSIZE:0] rptr,
  output reg  [ADDRSIZE:0] wq2_rptr 
);
  reg [ADDRSIZE:0] wq1_rptr;
  always_ff @(posedge wclk or negedge wrst_n)
    if (!wrst_n) {wq2_rptr,wq1_rptr} <= 0;
    else {wq2_rptr,wq1_rptr} <= {wq1_rptr,rptr};
endmodule
module sync_w2r
#(
  parameter ADDRSIZE = 4
)
(
  input   rclk, rrst_n,
  input   [ADDRSIZE:0] wptr,
  output reg [ADDRSIZE:0] rq2_wptr
);
  reg [ADDRSIZE:0] rq1_wptr;
  always_ff @(posedge rclk or negedge rrst_n)
    if (!rrst_n)
      {rq2_wptr,rq1_wptr} <= 0;
    else
      {rq2_wptr,rq1_wptr} <= {rq1_wptr,wptr};
endmodule
module wptr_full
#(
  parameter ADDRSIZE = 4
)
(
  input   winc, wclk, wrst_n,
  input   [ADDRSIZE :0] wq2_rptr,
  output reg  wfull,
  output  [ADDRSIZE-1:0] waddr,
  output reg [ADDRSIZE :0] wptr
);
   reg [ADDRSIZE:0] wbin;
  wire [ADDRSIZE:0] wgraynext, wbinnext;
  always_ff @(posedge wclk or negedge wrst_n)
    if (!wrst_n)
      {wbin, wptr} <= '0;
    else
      {wbin, wptr} <= {wbinnext, wgraynext};
  assign waddr = wbin[ADDRSIZE-1:0];
  assign wbinnext = wbin + (winc & ~wfull);
  assign wgraynext = (wbinnext>>1) ^ wbinnext;
  assign wfull_val = (wgraynext=={~wq2_rptr[ADDRSIZE:ADDRSIZE-1], wq2_rptr[ADDRSIZE-2:0]});
  always_ff @(posedge wclk or negedge wrst_n)
    if (!wrst_n)
      wfull <= 1'b0;
    else
      wfull <= wfull_val;
endmodule
==> flow/run.sh <==
#!/bin/bash
# OpenROAD 26Q1-2900-gdf79404cd8, Yosys 0.63+post, stock flow scripts
make -C /OpenROAD-flow-scripts/flow DESIGN_CONFIG=/design/flow/config.mk WORK_HOME=/design/flow/orfs finish
==> flow/config.mk <==
export PLATFORM = sky130hd
export DESIGN_NAME = async_fifo1
export DESIGN_NICKNAME = async_fifo1
export VERILOG_FILES = /design/flow/design.v
export SDC_FILE = /design/flow/constraint.sdc
export NUM_CORES = 4
export LEC_CHECK = 1
export CORE_UTILIZATION = 50
==> flow/constraint.sdc <==
current_design async_fifo1

set clk_period 5.9
set clk_io_pct 0.2

create_clock -name clk0 -period $clk_period [get_ports {rclk}]
create_clock -name clk1 -period $clk_period [get_ports {wclk}]

set non_clock_inputs [all_inputs -no_clocks]
set_input_delay [expr $clk_period * $clk_io_pct] -clock clk0 $non_clock_inputs
set_output_delay [expr $clk_period * $clk_io_pct] -clock clk0 [all_outputs]
==> metrics.yaml <==
run_status:
  status: "complete, no violations"
route:
  post-route-drc-count: 0
  wl_met1_um: 4480
  ant_nets: 0
  first_pass_iters: 6
  maxUsedRoutingLayer: "met4"
  vias_per_cell: 5.635
  routed_wl_um: 12100
  met2WireLength_um: 5632
  first_iter_violations: 180
  avgRoutedWirePerCell_um: 21.96
  via_count: 3105
  met3_length_um: 1704
  n_antenna_cell: 0
synthesis:
  yosysUniqueCellTypes: 28
  yosysMostFrequentCell: "edfxtp_1"
  ys_ff: 168
  synthTopCellsByCount: "edfxtp_1, dfrtp_1, mux4_2"
  yosys.stat.seqShare: 0.7618
  fa_ha_area_frac: 0.007868
  synthSimpleGateAreaFrac: 0.03895
  yosys_most_used_dff: "edfxtp_1"
  yosysWarnings: 7
  edf_count: 128
  top_cell_area_share: 0.6042
  synthAoiAreaFrac: 0.02380
  mux_area_frac: 0.1133
  largest_area_cell: "edfxtp_1"
  ys_cells: 322
  synth_chip_area_um2: 6361
  syn_area_per_cell_um2: 19.75
  synth_area_um2: 6361
  topCellsByArea: "edfxtp_1, dfrtp_1, mux4_2"
  logic_family: "multiplexers"
  syn_inst: 322
  xor_area_frac: 0.04013
  ys_async_sr_fraction: 0.2381
die:
  row_count: 40
  pin_count: 24
  die-height_um: 114.8
  chipArea_um2: 13180
  core-area_um2: 12210
  initCoreUtil: 0.5209
  die_w_um: 114.8
grt:
  grt_overflow: 0
  antenna_found_initial: 0
  grt_pass1_wl_um: 18850
  grt_pass1_vias: 3452
  grt.total_usage: 0.2251
  grt_max_degree: 36
worst_setup_path:
  crit_path_start: "rptr_empty.rbin[0]$_DFF_PN0_"
  crit_chain: "buf_4 -> mux4_2 -> a22oi_1 -> nand2_1 -> clkdlybuf4s50_1"
  timing.rr.start: "rptr_empty.rbin[0]$_DFF_PN0_"
  cp-start-kind: "flop"
  cp.buffers_inverters: 2
  critPathArrivalTime_ns: 2.75
  r2r_cells: 6
  worstPathRequired_ns: 4.72
  crit_slowest_cell: "dfrtp_2"
  cp_max_fo: 19
  critPathKind: "reg -> out"
  r2r_end: "rptr_empty.rempty$_DFF_PN1_"
  critPathTopFamily: "buffers and inverters"
  end_kind: "primary output"
  reg2reg_setup_slack_ns: 3.52
  max_stage_delay_ns: 0.67
hold_path:
  hp-class: "reg -> reg"
  hold_depth: 0
  hold_end: "sync_r2w.wq1_rptr[3]$_DFF_PN0_"
  hold_start: "rptr_empty.rptr[3]$_DFF_PN0_"
power_and_ir_drop:
  cellPowerDensity_nw_per_um2: 531.9
  leakage_nw: 2.664
  ir_drop_uv: 487.0
run:
  tool_warnings: 26
  cap_violations: 0
sta:
  slew_headroom: 0.4775
  worst_slew_pin_slew_ns: 0.7822
  setup_tns_ns: 0
  hold_viol: 0
  slew_violations: 0
  rsz0062_at_grt: "false"
  finalWorstSetupSlack_ns: 1.973
  setup_viol: 0
  finClkSkew_ns: 0.006022
layout:
  drive_gt1_frac: 0.2272
  syn2layout_area_growth_pct: 18.71
  final_cell_count_no_fill: 551
place:
  pre_cts_slack_ns: 2.237
  io_buffers: 22
  dp.cells: 517
  place_hpwl_um: 7398
  place.gp.congestion: 0.8044
clock_tree:
  cts_tree: "done"
  hold_buffers: 0
  cts_sinks: 168
  postCtsSetupBuffers: 0
  post_cts_resized: 0
  cts.clk_slew.worst_paths_ns: 0.06
==> cell type report <==
class	count	area [µm²]
multi-input cells	133	1425
well taps	168	210.2
clock buffers	22	508.0
flip-flops and latches	168	4847
clock inverters	12	167.7
inverters	6	22.52
fillers	882	4661
repair buffers	42	370.4
==> sequential cells by signal, indices dropped and copies added, names as in the netlist <==
| signal | count |
|---|---|
| fifomem.mem | 128 |
| rptr_empty.rbin | 4 |
| rptr_empty.rempty | 1 |
| rptr_empty.rptr | 5 |
| sync_r2w.wq1_rptr | 5 |
| sync_r2w.wq2_rptr | 5 |
| sync_w2r.rq1_wptr | 5 |
| sync_w2r.rq2_wptr | 5 |
| wptr_full.wbin | 4 |
| wptr_full.wfull | 1 |
| wptr_full.wptr | 5 |
==> cell usage in the layout, fill, tap and decap left out, drive strengths merged <==
master / n
edfxtp: 128
dfrtp: 39
mux4: 32
clkdlybuf4s50: 22
clkbuf: 22
buf: 20
a22oi: 16
nor2: 15
xor2: 13
nand2: 13
xnor2: 10
nand3: 8
inv: 6
clkinv: 6
or3: 5
nor3: 4
ha: 4
bufinv: 4
nand2b: 3
nor2b: 2
clkinvlp: 2
a221oi: 2
and3: 1
a21boi: 1
and2: 1
and2b: 1
xnor3: 1
xor3: 1
dfstp: 1
==> worst reg2reg max path: cells and delay by family (launching register included) <==
| kind | cells | cell delay, ns |
|---|---|---|
| DFF | 1 | 0.67 |
| and+or+nand+nor | 1 | 0.38 |
| adders and majority gates | 2 | 0.52 |
| AOI/OAI and AO/OA | 1 | 0.26 |
| xor gates and xnor gates | 2 | 0.47 |
==> layer usage <==
| metal | track usage | vias up |
|---|---|---|
| met3 | 0.1501 | 26 |
| met5 | 0 | - |
| met2 | 0.3135 | 186 |
| met1 | 0.3348 | 1541 |
| met4 | 0.04156 | 0 |
| li1 | - | 1352 |
==> logic make-up after synthesis <==
| group | Yosys count |
|---|---|
| xor+xnor | 25 |
| simple gates | 53 |
| buf+inv | 21 |
| fa+ha+maj | 4 |
| mux | 32 |
| flops | 168 |
| compound gates | 19 |
==> worst max-delay path by stage <==
stage     cells past startpoint  endpoint  slack (ns)
5_1_grt                       5  rdata[7]        1.77
6_report                      5  rdata[7]        1.97
4_1_cts                       5  rdata[7]        1.90
==> power by group <==
group	switching (mW)	internal, mW
logic	0.558	0.580
registers	0.138	1.52
clock network	0.433	0.789
total	1.13	2.89
==> through the flow <==
stage          total power [mW]    util  area (µm²)  hold WS, ns
2_1_floorplan             2.411       -        6361       0.3312
3_3_place_gp              2.818  0.5630        6875       0.3344
3_5_place_dp              2.812  0.5630        6875       0.3347
4_1_cts                   4.068  0.6183        7551       0.1736
5_1_grt                   4.237  0.6183        7551       0.1794
6_report                  4.016  0.6183        7551       0.1822
Power and IR drop assume default switching activity.
